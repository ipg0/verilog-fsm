File: flow/constraint.sdc
current_design ascii_type_detector

set clk_period 2.9
set clk_io_pct 0.2

create_clock -name clk0 -period $clk_period

set non_clock_inputs [all_inputs -no_clocks]
set_input_delay [expr $clk_period * $clk_io_pct] -clock clk0 $non_clock_inputs
set_output_delay [expr $clk_period * $clk_io_pct] -clock clk0 [all_outputs]
File: flow/run.sh
#!/bin/bash
# OpenROAD 26Q1-2900-gdf79404cd8, Yosys 0.63+post, stock flow scripts
make -C /OpenROAD-flow-scripts/flow DESIGN_CONFIG=/design/flow/config.mk WORK_HOME=/design/flow/orfs finish
File: flow/config.mk
export PLATFORM = sky130hd
export DESIGN_NAME = ascii_type_detector
export DESIGN_NICKNAME = ascii_type_detector
export VERILOG_FILES = /design/flow/design.v
export SDC_FILE = /design/flow/constraint.sdc
export NUM_CORES = 4
export LEC_CHECK = 1
export CORE_AREA = 10 10 70 70
export DIE_AREA = 0 0 80 80
File: flow/design.v
module ascii_type_detector (
  input wire [7:0] ascii_char,
  output reg small_letter,  
  output reg capital_letter,  
  output reg number,  
  output reg hex_digit,  
  output reg punctuation_basic,  
  output reg punctuation_finance,  
  output reg parentheses,  
  output reg curly_braces,  
  output reg math_symbol,  
  output reg whitespace,  
  output reg vowel,  
  output reg start_stop,  
  output reg other  
);
  always @(*) begin
    small_letter = 1'b0;
    capital_letter = 1'b0;
    number = 1'b0;
    hex_digit = 1'b0;
    punctuation_basic = 1'b0;
    punctuation_finance = 1'b0;
    parentheses = 1'b0;
    curly_braces = 1'b0; 
    math_symbol = 1'b0;
    whitespace = 1'b0;
    vowel = 1'b0;
    start_stop = 1'b0;
    other = 1'b0;
    if (ascii_char >= 8'h61 && ascii_char <= 8'h7a) small_letter = 1'b1;
    if (ascii_char >= 8'h41 && ascii_char <= 8'h5a) capital_letter = 1'b1;
    if (ascii_char >= 8'h30 && ascii_char <= 8'h39) number = 1'b1;
    if (ascii_char >= 8'h41 && ascii_char <= 8'h46) hex_digit = 1'b1;
    if (ascii_char >= 8'h61 && ascii_char <= 8'h66) hex_digit = 1'b1;
    if (ascii_char == 8'h2E || ascii_char == 8'h2C || ascii_char == 8'h3A || ascii_char == 8'h3B || ascii_char == 8'h21 || ascii_char == 8'h3F || ascii_char == 8'h27 || ascii_char == 8'h22) punctuation_basic = 1'b1;
    if (ascii_char == 8'h23 || ascii_char == 8'h24 || ascii_char == 8'h25 || ascii_char == 8'h26 || ascii_char == 8'h40) punctuation_finance = 1'b1;
    if (ascii_char == 8'h28 || ascii_char == 8'h29 || ascii_char == 8'h5B || ascii_char == 8'h5D) parentheses = 1'b1;
    if (ascii_char == 8'h7B || ascii_char == 8'h7D) curly_braces = 1'b1; 
    if (ascii_char == 8'h2B || ascii_char == 8'h2D || ascii_char == 8'h2A || ascii_char == 8'h2F || ascii_char == 8'h5C || ascii_char == 8'h3D || ascii_char == 8'h3C || ascii_char == 8'h3E) math_symbol = 1'b1;
    if (ascii_char == 8'h20 || ascii_char == 8'h09 || ascii_char == 8'h0A || ascii_char == 8'h0D) whitespace = 1'b1;
    if (ascii_char == 8'h61 || ascii_char == 8'h65 || ascii_char == 8'h69 || ascii_char == 8'h6f || ascii_char == 8'h75 || ascii_char == 8'h41 || ascii_char == 8'h45 || ascii_char == 8'h49 || ascii_char == 8'h4f || ascii_char == 8'h55) vowel = 1'b1;
    if (!(small_letter | capital_letter | number | hex_digit | punctuation_basic | punctuation_finance | parentheses | curly_braces | math_symbol | whitespace)) other = 1'b1;
    if (ascii_char == 8'h0 || ascii_char == 8'h0A) start_stop = 1'b1;
  end
endmodule
==> flow_metrics.py <==
# Auto-generated metrics
metrics = {
    "status": {
        "outcome": "completed",
    },
    "timing": {
        "max_freq_mhz": 358.8,
        "hold_violations": 0,
        "period_needed_ns": 2.787,
        "rsz0062_at_grt": "no",
        "max-slew-margin-rel_pct": 79.28,
        "finalCritPeriodShare_pct": 96.11,
        "setup_violations": 0,
        "slew_violations": 0,
        "tightestPinTransition_ns": 0.3074,
    },
    "synth": {
        "xor_share_pct": 1.994,
        "synthCells": 68,
        "ys_warn_count": 1,
        "ys_top_logic_family": "simple AND/OR/NAND/NOR gates",
        "ys_cells": 68,
        "synth.cell_area_sq_um": 439.2,
        "adder_share_pct": 0,
        "synth.distinct_cells": 36,
        "syn_area_per_cell_sq_um": 6.458,
        "synth-compound-area-share_pct": 33.90,
        "simple_gate_area_share_pct": 49.00,
        "ys_sh_mux_pct": 3.419,
        "ys_area_sq_um": 439.2,
        "ys_seq_share_pct": 0,
    },
    "global_routing": {
        "grt_pass1_wl_mm": 2.939,
        "antenna_found_initial": 0,
        "grt_overflow": 0,
        "grt_max_degree": 10,
        "grtUsageTotal_pct": 5.380,
        "grt_pass1_vias": 614,
    },
    "run": {
        "warning_count": 32,
        "cap_violations": 0,
    },
    "critical_path": {
        "critPathKind": "in -> out",
        "crit_path_start_kind": "input port",
        "end_kind": "primary output",
        "critPathArrivalTime_ns": 2.21,
        "cp.required_ns": 2.32,
        "crit_fanout": 5,
    },
    "layout": {
        "final_area_sq_um": 870.8,
        "layoutNonFillerInstCount": 158,
        "utilization_pct": 25.49,
        "area_growth_pct": 98.29,
        "n_fill_cell": 385,
        "flop_area_sq_um": 0,
        "drive_gt1_share_pct": 41.96,
        "ff_count": 0,
        "nClkBuffers": 0,
    },
    "die": {
        "fp_util_pct": 12.86,
        "die_area_sq_um": 6400,
        "core_area_sq_um": 3416,
        "die_height_microns": 80,
        "io-pin-count": 21,
        "rows": 21,
        "die_w_microns": 80,
    },
    "power": {
        "cellPowerDensity_nw_per_um2": 104.1,
        "vdd_ir_drop_max_v": 0.00005294,
        "power.leakage_nw": 0.3779,
    },
    "detailed_routing": {
        "ant_nets": 0,
        "drcViolationCount": 0,
        "wirelength_mm": 1.755,
        "drtPass1Iterations": 4,
        "via_count": 663,
        "wl_per_cell_microns": 11.11,
        "viasPerCell": 4.196,
        "drt-initial-drc-count": 24,
        "diodes": 0,
    },
    "placed_design": {
        "place_area_sq_um": 865.8,
        "gp_congestion": 0.9000,
        "io_buffers": 21,
        "dpl.hpwl_mm": 1.449,
        "dpl.cell_count": 156,
    },
    "worst_hold_path": {
        "hold_path_class": "in -> out",
    },
}
[power breakdown]
group | switching (mW) | internal, mW
clock network | 0 | 0
logic | 0.0408 | 0.0498
registers | 0 | 0
total | 0.0408 | 0.0498
[through the flow]
step / hold slack [ns] / setup TNS, ns / setup slack [ns] / total power [mW]
global route: 1.944 / 0 / 0.003765 / 0.1006
detailed placement: 2.324 / -2.606 / -0.6218 / 0.09196
global placement: 2.328 / -2.457 / -0.6071 / 0.09175
finish: 1.898 / 0 / 0.1127 / 0.09064
floorplan: 1.175 / 0 / 0.4722 / 0.04113
CTS: 1.917 / 0 / 0.007307 / 0.08949
[worst paths after layout]
check	from	endpoint	slack, ns	cells after the start
setup / recovery	ascii_char[5]	other	0.11	7
hold / removal	ascii_char[3]	other	1.90	6
[metal layers]
metal | GRT usage, % | share of wire (%) | wire length [microns] | up-vias
li1 | - | - | - | 343
met1 | 8.635 | 52 | 907 | 296
met2 | 7.384 | 43 | 747 | 24
met3 | 0.6818 | 5.8 | 101 | 0
met4 | 0.7042 | 0 | 0 | 0
met5 | 0 | 0 | 0 | -
[area by class of cell]
| cell class | instances | area, sq um | area share [%] |
|---|---|---|---|
| Multi-Input combinational cell | 59 | 411.6 | 47.27 |
| Tap cell | 46 | 57.56 | 6.609 |
| Timing Repair Buffer | 49 | 386.6 | 44.40 |
| Inverter | 4 | 15.01 | 1.724 |
[what timing repair did]
| item | in CTS | in global routing |
|---|---|---|
| buffers inserted | 2 | 0 |
| gates resized | 20 | 15 |
| endpoints found under the setup margin | 11 | 7 |
| hold buffers | 0 | 0 |
| pin swaps | 1 | 2 |
[cells in the mapped netlist (all sizes together), types with 3 or more instances]
cell type,instances,area share [%]
nor2b,3,4.3
buf,4,7.4
a21oi,4,4.6
nor2,6,5.1
o21ai,6,6.8
inv,4,3.4
nand2,7,6.0
[layout by cell type, fill, tap and decap left out, types with 2 or more instances in the layout]
cell type        Yosys  final
buf_2                2      3
nand3_1              2      2
inv_1                4      3
clkbuf_2             0      4
nor4_1               2      2
o21a_1               2      2
nand2_1              7      6
o21ai_0              6      5
nor2b_1              3      3
and3_1               2      2
clkdlybuf4s50_1      0     12
buf_4                0     27
dlygate4sd2_1        0      2
nor2_1               6      6
a21oi_1              4      4
[logic make-up after synthesis]
| logic type | Yosys count |
|---|---|
| mux | 1 |
| simple gates | 35 |
| buf+inv | 9 |
| xor+xnor | 1 |
| compound gates | 22 |
[worst max-delay path: stages]
cell and delay [ns]:
dlygate4sd2_1 0.28, nor2b_1 0.17, o211ai_2 0.07, o31ai_2 0.10, or4_4 0.53, nor4b_4 0.25
dlygate4sd2_1 0.23
Power figures rest on the tool's default switching activity, not on a simulated workload.
